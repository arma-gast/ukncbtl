File: ./design.v
`timescale 1ns / 1ps
module ppumemctr(
    input clk,
    input din,
    input dout,
    input sync,
    input wtbt,
    input halt,
    output rply,	 
	 inout [15:0] ad,
	 output flashcs,
	 output memoe,
	 output memrw,
	 output [15:0] memaddr,
	 inout [15:0] memdata,
	 input memrdy
    );
	 reg [1:0] dly;
	 reg [15:0] qaddr;
	 always @(posedge clk)
	 begin
		if(sync)
			qaddr<=ad;
		dly<=dly+1;
	 end
	 assign ad=(!din && !sync)?memdata:16'hz;
	 assign memaddr[14:0]=qaddr[14:0];
	 assign memaddr[15]=0;
	 assign flashcs=((din==0)&&(qaddr[15]==1))?1'h0:1'h1;
	 assign memoe=(din);
	 assign memrw=1;
	 assign rply=((dly)||(din))==0?0:1'hz; 
endmodule
File: ./run.sh
#!/bin/bash
# OpenROAD 26Q1-2900-gdf79404cd8, Yosys 0.63+post, stock flow scripts
make -C /OpenROAD-flow-scripts/flow DESIGN_CONFIG=/design/flow/config.mk WORK_HOME=/design/flow/orfs finish
File: ./config.mk
export PLATFORM = sky130hd
export DESIGN_NAME = ppumemctr
export DESIGN_NICKNAME = ppumemctr
export VERILOG_FILES = /design/flow/design.v
export SDC_FILE = /design/flow/constraint.sdc
export NUM_CORES = 4
export LEC_CHECK = 1
export CORE_AREA = 10 10 70 70
export DIE_AREA = 0 0 80 80
File: ./constraint.sdc
current_design ppumemctr

set clk_period 1.0
set clk_io_pct 0.2

create_clock -name clk0 -period $clk_period [get_ports {clk}]

set non_clock_inputs [all_inputs -no_clocks]
set_input_delay [expr $clk_period * $clk_io_pct] -clock clk0 $non_clock_inputs
set_output_delay [expr $clk_period * $clk_io_pct] -clock clk0 [all_outputs]
==> CHANGELOG.md <==
## Implementation

- Num CTS Buffers: 3
- Syn Inst Count: 54
- Synth warn: 3
- Synth cell types: 4
- Cell with the most instances after synthesis: buf_4
- Port bufs: 19
- H-tree depth: 1
- Status: stopped before the end
- CTS max path bufs: 2
- Die Wd: 80 µm
- Largest net degree at the start of global routing: 10
- Max-area cell share: 0.6347
- Cell taking the most area after synthesis: edfxtp_1
- Yosys cell count: 54
- # rows: 21
- Synth flops: 16
- Fail Step: global routing
- Dpl ws: -435.1 ps
- Number of unconstrained endpoints: 16
- Hpwl dp: 1145 µm
- GPL Wtd Cong: 0.7430
- Post-synth area hogs: edfxtp_1, buf_4, conb_1
- Init Core Util: 0.2216
- Clock sinks: 16
- Synth cell count leaders: buf_4, edfxtp_1, conb_1, nand2b_1
- CTS root buf: clkbuf_4
- Avg Cell Area, Syn: 14.02 µm²
- Die height: 80 µm
- Io pins: 59
- EDFF count, synth: 16
- Main flop type after synthesis: edfxtp_1
- Register share after synthesis: 0.6347
- Mapped Area: 757.0 µm²
- Yosys chip area: 757.0 µm²
- Err: [ERROR RSZ-0074] Failed to build tree from global routes for pin 'memdata[9]' and net 'ad[9]' at grid (37950, 72450): found route to 3 pins, expected 2
- Async SR Flop Fraction: 0
[cells by family after synthesis]
| group | Yosys count | synth area share |
|---|---|---|
| flip-flops | 16 | 0.6347 |
| AND/OR/NAND/NOR | 1 | 0.008270 |
| buffers and inverters | 35 | 0.3471 |
| other | 2 | 0.009921 |
[what timing repair did]
item                                   CTS
setup endpoints to repair               17
hold buffers                            16
cloned                                   0
buffers inserted                         0
endpoints found under the hold margin   16
resized                                 51
[through the flow]
stage               utilization  instance area (µm²)  total power, W  cells
floorplan                     -                760.7       0.0009234     55
global placement         0.2227                760.7       0.0009488     87
detailed placement       0.2227                760.7       0.0009482     87
CTS                      0.2531                864.6        0.001304    107
Power figures rest on the tool's default switching activity, not on a simulated workload.
