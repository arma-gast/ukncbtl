==> flow/design.v <==
`timescale 1ns / 1ps
module clkdiv(
    input clk,
    output clk6,
    output clk8,
    output clkps,
    output clkled,
	 output clkmem
    );
	 reg [31:0] count6;
	 reg [31:0] count8;
	 reg [31:0] countled;
	 reg [31:0] countps;
	 reg [31:0] countmem;
	 reg clkpso;
	 reg clk6o;
	 reg clk8o;
	 reg clkledo;
	 reg clkmemo;
	 always @(posedge clk)
	 begin
		count6<=count6+1;
		count8<=count8+1;
		countps<=countps+1;
		countled<=countled+1;
		countmem<=countmem+1;
		if(countmem==3)
		begin
			countmem<=0;
			clkmemo<=!clkmemo;
		end
		if(count6==8)
		begin
			count6<=0;
			clk6o<=!clk6o;
		end		
		if(count8==6)
		begin
			count8<=0;
			clk8o<=!clk8o;
		end
		if(countps==2500000)
		begin
			countps<=0;
			clkpso<=!clkpso;
		end		
		if(countled==25000)
		begin
			countled<=0;
			clkledo<=!clkledo;
		end		
	 end
	 assign clkps=clkpso;
	 assign clk6=clk6o;
	 assign clk8=clk8o;
	 assign clkled=clkledo;
	 assign clkmem=clkmemo;
endmodule
==> flow/run.sh <==
#!/bin/bash
# OpenROAD 26Q1-2900-gdf79404cd8, Yosys 0.63+post, stock flow scripts
make -C /OpenROAD-flow-scripts/flow DESIGN_CONFIG=/design/flow/config.mk WORK_HOME=/design/flow/orfs finish
==> flow/config.mk <==
export PLATFORM = sky130hd
export DESIGN_NAME = clkdiv
export DESIGN_NICKNAME = clkdiv
export VERILOG_FILES = /design/flow/design.v
export SDC_FILE = /design/flow/constraint.sdc
export NUM_CORES = 4
export LEC_CHECK = 1
export CORE_UTILIZATION = 30
==> flow/constraint.sdc <==
current_design clkdiv

set clk_period 5.6
set clk_io_pct 0.2

create_clock -name clk0 -period $clk_period [get_ports {clk}]

set non_clock_inputs [all_inputs -no_clocks]
set_input_delay [expr $clk_period * $clk_io_pct] -clock clk0 $non_clock_inputs
set_output_delay [expr $clk_period * $clk_io_pct] -clock clk0 [all_outputs]
==> flow_summary.toml <==
# generated from flow reports
[global_routing]
grt_max_degree = 17
grt_pass1_wl_mm = 20.3
groute.usage.overall_pct = 10.3
grt_overflow = 0
antenna_found_initial = 0
grt_pass1_vias = 4276

[die]
core_area_um2 = 22600
initCoreUtil_pct = 30.6
die_h_um = 154
die_w_um = 154
io_pins = 6
die-area_um2 = 23700
num_rows = 55

[yosys]
yosysChipArea_um2 = 6920
synth.distinct_cells = 33
edf_count = 5
ys_async_sr_fraction_pct = 0
synthFlopType = "dfxtp_1"
syn_area_um2 = 6920
ys_seq_share_pct = 48.4
synth_cells = 696
yosysWarningCount = 1
syn_avg_cell_area_um2 = 9.95
ys_cells = 696
ys.flops = 165

[worst_setup_path]
worstPathRequired_ns = 4.48
cp-start-kind = "flip-flop"
cp_slowest_cell = "clkdlybuf4s50_1"
path_max_fanout = 2
max_stage_delay_ns = 0.47
cp.arrival_ns = 1.23
worstPathCellList = "clkdlybuf4s50_1"
cp_top_family = "buffers and inverters"
crit_type = "flip-flop to primary output"
crit_buf_inv = 1
end_kind = "primary output"

[timing]
maxSlewViolCount = 0
tns_ns = 0
hold_viol_final = 0
setup_viol = 0
tightest_slew_ns = 0.799
fin_crit_sh_pct = 41.9
rsz0062_at_grt = "no"
period_needed_ns = 2.35
holdWs_ns = 0.459
fmax_ghz = 0.426
relSlewSlack_pct = 46.3
fin_skew_ns = 0.00832

[drt]
routedWlPerCell_um = 11.4
dr.max_layer_used = "met4"
antenna_cells = 0
postRouteAntennaNets = 0
drt-vias-per-instance = 4.78
first_iter_violations = 199
drc = 0
vias = 4829
m1WireLength_mm = 6.32
wl_mm = 11.5
dr_wl_met2_mm = 4.70
wl_met3_um = 356
dr.pass1.iters = 6

[clock_tree]
hold_buffers = 0
cts_resized = 0
cts_tree = "built"
cts_root_buf = "clkbuf_16"
cts_setup_buffers = 0
cts_buffer_depth = 2
insertion_delay_ns = 0.42
h-tree-depth = 4
clk_pin_slew_ns = 0.06
numCtsBuffers = 17
clkSinkCount = 165

[power_and_ir_drop]
p_leak_nw = 2.57
power.total_mw = 2.37
power.density_nw_per_um2 = 299
peakVddDrop_uv = 162

[layout]
area_growth_pct = 14.2
fin_area_um2 = 7910
layout_top_cells = "dfxtp_1 (160), xnor2_1 (117), nand4_1 (66)"
nFillCells = 2207
drive_gt1_share_pct = 6.62
mostFrequentLayoutCell = "dfxtp_1"

[place]
detailed_place_hpwl_mm = 7.51
portBuffers = 5
place_area_um2 = 7300
gp_congestion = 0.822

[min_path]
worstHoldPathType = "flip-flop to flip-flop"

[flow_run]
warnings = 29
drv_cap = 0

[run_status]
status = "complete, no violations"
flip-flops by register name, indices dropped and copies added (netlist names):
name and cells:
clkmemo 1, clkpso 1, clk6o 1, count8 32, countps 32, countled 32, clkledo 1, countmem 32
clk8o 1, count6 32
synth_stat cells (4+ instances only):
master    count  area, um^2
and2_1        8        50.1
a21oi_1       4        20.0
xnor2_1     117        1020
nand4b_1      5        43.8
buf_2         8        40.0
nand2_1      39         146
nor3_1       16        80.1
nand3_1      60         300
nor2b_1       4        25.0
edfxtp_1      5         150
nor4_4        5         106
and3_1       26         163
nand4_1      66         413
nor4_1       25         156
nor2_1       44         165
nor4b_1       8        70.1
and4_1       22         193
ha_1          9         113
xor2_1       29         254
dfxtp_1     160        3200
inv_1        19        71.3
logic make-up after synthesis:
logic type / share of synthesized area [%]
AND/OR/NAND/NOR: 28.9
flip-flops: 48.4
XOR/XNOR: 18.5
buffers and inverters: 1.97
adder cells (fa/ha/maj): 1.63
AND-OR/OR-AND: 0.633
final cells by class:
type / instances / area [um^2] / share of cell area (%)
Clock buffer: 17 / 425 / 5.38
Timing Repair Buffer: 10 / 87.6 / 1.11
Multi-Input combinational cell: 499 / 3430 / 43.4
Inverter: 19 / 71.3 / 0.902
Clock inverter: 15 / 179 / 2.26
Tap cell: 285 / 357 / 4.51
Sequential cell: 165 / 3350 / 42.4
final timing paths:
check	from	end	slack, ns	cells past startpoint
worst max-delay path	clkledo	clkled	3.25	1
worst min-delay path	countled[31]	countled[31]	0.46	1
worst max register to register	countps[13]	clkpso	3.61	4
worst min register to register	countled[31]	countled[31]	0.46	1
through the flow:
stage / setup slack (ns) / util (%) / cells
3_3_place_gp: 3.61 / 32.3 / 978
3_5_place_dp: 3.60 / 32.3 / 978
4_1_cts: 3.22 / 34.9 / 1010
6_report: 3.25 / 34.9 / 1010
2_1_floorplan: 3.93 / - / 696
5_1_grt: 3.19 / 34.9 / 1010
where the power goes:
part | switching (mW) | total (mW) | internal (mW)
Clock | 0.484 | 1.19 | 0.705
Sequential | 0 | 1.18 | 1.18
Combinational | 0 | 0.000000936 | 0
routing by layer:
metal / track usage, % / vias to the layer above
met3: 2.18 / 9
met2: 14.4 / 47
met1: 17.1 / 2236
met4: 1.10 / 0
met5: 0 / -
li1: - / 2537
No activity file was given, so power comes from the tool's default toggle rates.
